[/design/flow/config.mk]
export PLATFORM = sky130hd
export DESIGN_NAME = CONV
export DESIGN_NICKNAME = CONV
export VERILOG_FILES = /design/flow/design.v
export SDC_FILE = /design/flow/constraint.sdc
export NUM_CORES = 4
export LEC_CHECK = 1
export CORE_UTILIZATION = 40
[/design/flow/constraint.sdc]
current_design CONV

set clk_period 15.3
set clk_io_pct 0.2

create_clock -name clk0 -period $clk_period [get_ports {clk}]

set non_clock_inputs [all_inputs -no_clocks]
set_input_delay [expr $clk_period * $clk_io_pct] -clock clk0 $non_clock_inputs
set_output_delay [expr $clk_period * $clk_io_pct] -clock clk0 [all_outputs]
[/design/flow/design.v]
`timescale 1ns/10ps
module  CONV(
	input		clk,
	input		reset,
	output		reg busy,	
	input		ready,	
	output		reg [11:0]iaddr,
	input		[19:0]idata,	
	output	 	reg cwr,
	output	 	reg [11:0]caddr_wr,
	output	 	reg [19:0]cdata_wr,
	output	 	reg crd,
	output	 	reg [11:0]caddr_rd,
	input	 	[19:0]cdata_rd,
	output	 	reg [2:0]csel
	);
reg [2:0]state;
reg [2:0]n_state;
reg [3:0]count;
reg [3:0]count_temp;
reg [15:0]image;
reg [5:0]posx;
reg [5:0]posy;
wire [11:0]pos[0:8];
wire [11:0]cpos[0:3];
reg signed[19:0]zp_data[0:8];
reg signed[19:0]img_data[0:8];
reg signed[19:0]kernel0[0:8];
reg signed[19:0]kernel1[0:8];
reg signed[43:0]conv;
wire signed[43:0]cdata;
wire signed[19:0]cdata_round;
wire signed[43:0]cdata_bias;
reg signed[19:0]bias0;
reg signed[19:0]bias1;
reg kernel;
reg hold;
reg op_done;
reg signed[19:0]comp[0:1];
parameter IDLE  = 0;
parameter INPUT = 1;
parameter ZPAD  = 2;
parameter CONV  = 3;
parameter MAXP  = 4;
parameter FLAT  = 5;
parameter STOP  = 6;
integer i;
always @(posedge clk or posedge reset) begin
	if (reset) begin
		state <= 0;		
	end
	else begin
		state <= n_state;
	end
end
always @(*) begin
	case(state)
		IDLE: n_state = INPUT;
		INPUT: n_state = (count == 9)? ZPAD : INPUT;
		ZPAD : n_state = CONV;
		CONV: begin
			if( &posx && &posy) n_state = (op_done)? MAXP : CONV;
			else n_state = (csel == 2)? IDLE : CONV;
		end
		MAXP: begin
			if(posx == 31 && posy == 31) n_state = (csel == 4)? FLAT : MAXP;
			else n_state = MAXP;
		end
		FLAT: begin
			if(posx == 31 && posy == 31) n_state = (count == 5)? STOP : FLAT;
			else n_state = FLAT;
		end
		default: n_state = state;
	endcase
end
always @(posedge clk or posedge reset) begin
	if (reset) begin
		busy <= 0;		
	end
	else begin
		case(state)
			INPUT: busy <= 1;
			STOP: busy <= 0;
			default: busy <= busy;
		endcase
	end
end
always @(posedge clk or posedge reset) begin
	if (reset) begin
		count <= 4'd0;		
	end
	else begin
		case(state)
			INPUT: count <= (count == 4'd9)? 4'd0 : count + 4'd1;
			CONV: count <= (count == 4'd2)? 4'd0 : count + 4'd1;
			MAXP: count <= (count == 4'd7)? 4'd0 : count + 4'd1;
			FLAT: count <= (count == 4'd5)? 4'd0 : count + 4'd1;
			default: count <= count;
		endcase
	end
end
always @(posedge clk or posedge reset) begin
	if (reset) begin
		count_temp <= 0;		
	end
	else begin
		count_temp <= count;
	end
end
always @(posedge clk or posedge reset) begin
	if (reset) begin
		posx <= 6'b111111;
		posy <= 6'b111111;		
	end
	else begin
		case(state)
			IDLE: begin
				if (posx == 63) begin
					posx <= 0;
					posy <= posy + 1;
				end
				else begin
					posx <= posx + 1;
					posy <= posy;
				end				
			end
			CONV: begin
				if(&posx && &posy) begin
					posx <= (op_done)? 0 : posx;
					posy <= (op_done)? 0 : posy;
				end
				else begin
					posx <= posx;
					posy <= posy;
				end
			end
			MAXP: begin
				if (posx == 31) begin
					posx <= (hold == 0)? 0 : posx;
					posy <= (hold == 0)? ( (posy == 31)? 0 : posy + 1) : posy;
				end
				else begin
					posx <= (hold == 0)? posx + 1 : posx;
					posy <= posy;
				end
			end
			FLAT: begin
				if (posx == 31) begin
					posx <= (hold == 0)? 0 : posx;
					posy <= (hold == 0)? posy + 1 : posy;
				end
				else begin
					posx <= (hold == 0)? posx + 1 : posx;
					posy <= posy;
				end
			end
			default: begin
				posx <= posx;
				posy <= posy;
			end
		endcase
	end
end
always @(posedge clk or posedge reset) begin
	if (reset) begin
		hold <= 0;		
	end
	else begin
		case(state)
			CONV: hold <= 1;
			MAXP: begin
				hold <= (count == 6)? 0 : 1;
			end
			FLAT: hold <= (count == 4)? 0 : 1;
			default: hold <= hold;
		endcase
	end
end
assign pos[0] = pos[4] - 65;
assign pos[1] = pos[4] - 64;
assign pos[2] = pos[4] - 63;
assign pos[3] = pos[4] - 1;
assign pos[4] = ( (posx == 0)? 1 : ( (posx == 63)? posx - 1 : posx) ) + ( ( (posy == 0)? 1 : ( (posy == 63)? posy - 1 : posy) ) << 6 );
assign pos[5] = pos[4] + 1;
assign pos[6] = pos[4] + 63;
assign pos[7] = pos[4] + 64;
assign pos[8] = pos[4] + 65;
always @(posedge clk or posedge reset) begin
	if (reset) begin
		iaddr <= 12'd0;		
	end
	else begin
		case(state)
			INPUT: begin
				iaddr <= (count == 9)? 0 : pos[count];
			end
			default: iaddr <= iaddr;
		endcase
	end
end
always @(posedge clk or posedge reset) begin
	if (reset) begin
		for(i = 0; i < 9; i = i+1) begin
			img_data[i] <= 0; 		
		end
	end
	else begin
		case(state)
			INPUT: begin
				img_data[count_temp] <= ready? 0 : idata;
			end
			ZPAD: begin
				if (posx == 0) begin
					img_data[0] <= 0;
					img_data[1] <= zp_data[0];
					img_data[2] <= zp_data[1];
					img_data[3] <= 0;
					img_data[4] <= zp_data[3];
					img_data[5] <= zp_data[4];
					img_data[6] <= 0;
					img_data[7] <= zp_data[6];
					img_data[8] <= zp_data[7];
				end
				else if (posx == 63) begin
					img_data[0] <= zp_data[1];
					img_data[1] <= zp_data[2];
					img_data[2] <= 0;
					img_data[3] <= zp_data[4];
					img_data[4] <= zp_data[5];
					img_data[5] <= 0;
					img_data[6] <= zp_data[7];
					img_data[7] <= zp_data[8];
					img_data[8] <= 0;
				end
				else begin
					for(i = 0; i < 9; i = i+1) begin
						img_data[i] <= zp_data[i]; 		
					end
				end
			end
			MAXP: begin
				img_data[count_temp] <= (count_temp < 5)? cdata_rd : 0;
			end
			FLAT: begin
				img_data[0] <= cdata_rd;
			end
			default: begin
				for(i = 0; i < 9; i = i+1) begin
					img_data[i] <= img_data[i]; 		
				end
			end
		endcase
	end
end
always @(*) begin
	case(state)
		ZPAD: begin
			if (posy == 0) begin
				zp_data[0] = 0;
				zp_data[1] = 0;
				zp_data[2] = 0;
				zp_data[3] = img_data[0];
				zp_data[4] = img_data[1];
				zp_data[5] = img_data[2];
				zp_data[6] = img_data[3];
				zp_data[7] = img_data[4];
				zp_data[8] = img_data[5];
			end
			else begin
				if (posy == 63) begin
					zp_data[0] = img_data[3];
					zp_data[1] = img_data[4];
					zp_data[2] = img_data[5];
					zp_data[3] = img_data[6];
					zp_data[4] = img_data[7];
					zp_data[5] = img_data[8];
					zp_data[6] = 0;
					zp_data[7] = 0;
					zp_data[8] = 0;
				end
				else begin
					for(i = 0; i < 9; i = i+1) begin
						zp_data[i] = img_data[i]; 		
					end
				end
			end
		end
		default: begin
			for(i = 0; i < 9; i = i+1) begin
				zp_data[i] = 0; 		
			end
		end
	endcase
end
always @(posedge clk) begin
	kernel1[0] <= 20'hFDB55;
	kernel1[1] <= 20'h02992;
	kernel1[2] <= 20'hFC994;
	kernel1[3] <= 20'h050FD;
	kernel1[4] <= 20'h02F20;
	kernel1[5] <= 20'h0202D;
	kernel1[6] <= 20'h03BD7;
	kernel1[7] <= 20'hFD369;
	kernel1[8] <= 20'h05E68;
end
always @(posedge clk) begin
	kernel0[0] <= 20'h0A89E;
	kernel0[1] <= 20'h092D5;
	kernel0[2] <= 20'h06D43;
	kernel0[3] <= 20'h01004;
	kernel0[4] <= 20'hF8F71;
	kernel0[5] <= 20'hF6E54;
	kernel0[6] <= 20'hFA6D7;
	kernel0[7] <= 20'hFC834;
	kernel0[8] <= 20'hFAC19;
end
always @(posedge clk or posedge reset) begin
	if (reset) begin
		kernel <= 0;		
	end
	else begin
		case(state)
			INPUT: kernel <= 0;
			CONV: begin
				kernel <= (op_done)? 0 : ( (count == 2)? 1 : kernel );
			end
			MAXP: begin
				kernel <= (posx == 31 && posy == 31 && csel == 4)? 0 : ((op_done)? 1 : kernel);
			end
			FLAT: begin
				kernel <= (count == 2 || count == 5)? ~kernel : kernel;
			end
			default: kernel <= kernel;
		endcase
	end
end
always @(posedge clk or posedge reset) begin
	if (reset) begin
		conv <= 0;
	end
	else begin
		case(state)
			CONV: begin
				case(kernel)
					0:conv <= (kernel0[0] * img_data[0]) + (kernel0[1] * img_data[1]) + (kernel0[2] * img_data[2]) + (kernel0[3] * img_data[3]) + (kernel0[4] * img_data[4]) + (kernel0[5] * img_data[5]) + (kernel0[6] * img_data[6]) + (kernel0[7] * img_data[7]) + (kernel0[8] * img_data[8]);
					1:conv <= (kernel1[0] * img_data[0]) + (kernel1[1] * img_data[1]) + (kernel1[2] * img_data[2]) + (kernel1[3] * img_data[3]) + (kernel1[4] * img_data[4]) + (kernel1[5] * img_data[5]) + (kernel1[6] * img_data[6]) + (kernel1[7] * img_data[7]) + (kernel1[8] * img_data[8]);
				endcase
			end
			default: conv <= conv;
		endcase
	end
end
always @(posedge clk or posedge reset) begin
 	if (reset) begin
 		caddr_wr <= 0; 		
 	end
 	else begin
 		case(state)
 			CONV: begin
 				caddr_wr <= posx + (posy << 6);
 			end
 			MAXP: begin
 				caddr_wr <= posx + (posy << 5);
 			end
 			FLAT: begin
 				caddr_wr <= (kernel == 0)? (posx << 1) + (posy << 6) : (posx << 1) + (posy << 6) + 1;
 			end
 			default: caddr_wr <= caddr_wr;
 		endcase
 	end
 end 
always @(posedge clk) begin
	bias0 <= 20'h01310;
	bias1 <= 20'hF7295;
end
assign cdata = (conv >>> 15) + 1;
assign cdata_bias = (cdata >>> 1) + ((kernel)? bias1 : bias0);
assign cdata_round = cdata_bias[19:0];
always @(posedge clk or posedge reset) begin
	if (reset) begin
		cdata_wr <= 0;		
	end
	else begin
		case(state)
			CONV: cdata_wr <= ( (cdata_round[19] == 1)? 0 : cdata_round );  
			MAXP: cdata_wr <= (comp[0] < comp[1])? comp[1] : comp[0];
			FLAT: cdata_wr <= img_data[0];
			default: cdata_wr <= cdata_wr;
		endcase
	end
end
always @(posedge clk or posedge reset) begin
	if (reset) begin
		op_done <= 0;		
	end
	else begin
		case(state)
			CONV: begin
				if (&posx && &posy) op_done <= (kernel == 1 && count == 1)? 1 : 0;
				else op_done <= 0;
			end
			MAXP: begin
				if (posx == 31 && posy == 31) op_done <= (count == 5)? 1 : 0;
				else op_done <= 0;
			end
			default: op_done <= op_done;
		endcase
	end
end
always @(posedge clk or posedge reset) begin
	if (reset) begin
		csel <= 0;		
	end
	else begin
		case(state)
			CONV: begin
				csel <= (op_done)? 3'b001 : ( (count == 1)? ( (kernel)? 3'b010 : 3'b001 ) : 0 );
			end
			MAXP: begin
				case(count)
					6: begin
						if (kernel == 0) csel <= 3'b011;
						else csel <= 3'b100;
					end
					7: begin
						if(posx == 31 && posy == 31) csel <= (count == 7)? 3 : ( (kernel == 0)? 3'b001 : 3'b010 );
						else csel <= (kernel == 0)? 3'b001 : 3'b010;
					end
					default: begin
						if (kernel == 0) csel <= 3'b001;
						else csel <= 3'b010;
					end
				endcase
			end
			FLAT: begin
				case(count)
					0: csel <= 3;
					1: csel <= 3;
					2: csel <= 5;
					3: csel <= 4;
					4: csel <= 4;
					5: csel <= 5;
				endcase
			end		 
			default: csel <= csel;
		endcase
	end
end
always @(posedge clk or posedge reset) begin
	if (reset) begin
		cwr <= 0;		
	end
	else begin
		case(state)
			CONV: begin
				cwr <= (count == 1)? 1 : 0;
			end
			MAXP: cwr <= (count == 6)? 1 : 0;
			FLAT: begin
				case(count)
					1: cwr <= 0;
					2: cwr <= 1;
					3: cwr <= 0;
					4: cwr <= 0;
					5: cwr <= 1;
					default: cwr <= 0;
				endcase
			end
			default: cwr <= cwr;
		endcase
	end
end
always @(posedge clk or posedge reset) begin
	if (reset) begin
		crd <= 0;		
	end
	else begin
		case(state)
			CONV: begin
				crd <= op_done? 1 : 0;
			end
			MAXP: crd <= (count == 7)? 1 : ( (count == 4)? 0 : crd );
			FLAT: begin
				case(count)
					0: crd <= 1;
					1: crd <= 1;
					2: crd <= 0;
					3: crd <= 1;
					4: crd <= 1;
					5: crd <= 0;
					default: crd <= 0;
				endcase
			end
			default: crd <= crd;
		endcase
	end
end
assign cpos[0] = (posx << 1) + (posy << 7);
assign cpos[1] = cpos[0] + 1;
assign cpos[2] = cpos[0] + 64;
assign cpos[3] = cpos[0] + 65;
always @(posedge clk or posedge reset) begin
	if (reset) begin
		caddr_rd <= 0;		
	end
	else begin
		case(state)
			MAXP: caddr_rd <= (count < 5)? cpos[count] : 0;
			FLAT: caddr_rd <= posx + (posy << 5);
			default: caddr_rd <= caddr_rd;
		endcase
	end
end
always @(posedge clk or posedge reset) begin
	if (reset) begin
		comp[0] <= 0;
		comp[1] <= 0;		
	end
	else begin
		case(state)
			MAXP: begin
				comp[0] <= (img_data[0] < img_data[1])? img_data[1] : img_data[0];
				comp[1] <= (img_data[2] < img_data[3])? img_data[3] : img_data[2];
			end
			default: begin
				comp[0] <= comp[0];
				comp[1] <= comp[1];
			end
		endcase
	end
end
endmodule
[/design/flow/run.sh]
#!/bin/bash
# OpenROAD 26Q1-2900-gdf79404cd8, Yosys 0.63+post, stock flow scripts
make -C /OpenROAD-flow-scripts/flow DESIGN_CONFIG=/design/flow/config.mk WORK_HOME=/design/flow/orfs finish
==> commit_impl_results.txt <==
Add synthesis and place-and-route results

- Result of the run: finished, final reports clean
- Clock skew after layout: 0.223 ns
- Post-CTS setup-driven buffer insertion count: 0
- In this run the clock root is driven by a sky130_fd_sc_hd__clkbuf_16.
- In the CTS report, the clock slew at the register clock pins of the worst setup and hold paths is listed as 0.06 ns.
* DRC violation count after routing: 0
- Latest clock arrival within the worst-skew pair: 0.75 ns
* First-pass GRT wire length: 766000 µm
* Number of warnings reported in the yosys synthesis log: 6
- The netlist uses 93 different library cells.
* WL per Instance: 31.1 µm
* Slew Limit Headroom: 18.6%
- The report puts the hold buffer count at CTS at 0.
* Number of maximum-capacitance constraint violations: 0
- Overall Global Routing Usage: 37.9%
- Setup repair after global routing left no endpoint under its margin.
- Based on the critical path, the design can be clocked at up to 0.0678 GHz.
- Placement row count: 205
- Combinational cells account for 3.7% of the total power.
- After global routing the overflow that remains totals 0.
* Leakage power total: 0.0720 µW
- The floorplan step set the die width to 563 µm.
* Critical Path Most Common Cell: sky130_fd_sc_hd__fa_1
- Worst reg2reg setup slack: 0.56 ns
- Core footprint: 312000 µm²
- Total CTS buffers: 52
- Number of logged tool warnings: 159
* Total number of clock tree sinks: 333
* Largest non-sequential cell family by area: adder cells
- The pre-antenna-repair detailed-routing pass consisted of 10 iterations.
- The worst setup path is launched from a flop.
- In this run the full chip footprint comes out at 317000 µm².
- The synthesized netlist devotes 3.40% of its cell area to XOR and XNOR gates.
- Post-route period utilization is reported as 96.3%.
- Crit-path slowest cell: sky130_fd_sc_hd__xnor2_1
- Clock share of power: 58.7%
- The critical path maximum fanout is 14.
- Post-route ant nets: 0
* Worst EP arrival: 15.33 ns
- Critical Path End Type: flop
- Summing the areas of all and, or, nand and nor instances in the mapped netlist gives 5.62% of the synthesized area.
- Looking at the clock tree report, the H-tree level count equals 2.
- The synthesized design contains 333 register bits.
- Sequential cell area: 8380 µm²
- Per the detailed-route log, wirelength across all metal layers totals 551000 µm.
- Proportion of synthesized chip area in sequential cells: 6.64%
* Async set-reset flop share out of synthesis: 100%
* Complex-gate fraction of the synthesized area: 8.27%
- Final total power: 2340 µW
* Summed instance area of the synthesized netlist: 126000 µm²
- For this design the ratio of total power to cell area is 17.2 nW/µm².
- Post-Route Setup TNS: 0 ns
- In this run, synthesis inferred 0 flip-flops with an integrated enable.
* Growth of design area from synthesis to finish: 8.23%
* Maximum clock insertion buffer count: 3
- Mean instance size in the synthesized netlist: 9.51 µm²
- Int Power: 1670 µW
* Time the final worst path needs with I/O delays and setup: 14.74 ns
* Total via count after detailed routing: 91800
- The synth_stat.txt file lists the number of cells as 13200.
* Critical path start-end classification: flop to flop
* Leading cell types in the layout, fill and taps excluded: sky130_fd_sc_hd__inv_1 (3975), sky130_fd_sc_hd__fa_1 (2578), sky130_fd_sc_hd__ha_1 (2160)
* Switching share of power: 28.6%
- Number of filler cells placed in the layout: 30400
* Number of slew-limit violations in the final report: 0
* Area of combinational cells with multiple inputs: 102000 µm²
- Number of global-route vias before repair: 95500
- Entering global routing, the biggest net connects 90 pins.
- TritonCTS built the clock tree.
* Share of post-route cells with drive strength above 1: 4.55%
- Final Hold Violating Endpoints: 0
- Adder share: 62.5%
- Final HPWL from detailed placement: 484000 µm
- Top-level I/O count: 105
- Worst-margin pin slew: 1.22 ns
* Height of the die: 563 µm
- Number of setup violations in the final report: 0
- Maximum single-stage delay on the critical path: 0.82 ns
- The script extracted a net switching power of 669 µW.
* Post-synth mux share: 0.816%
- In this run the tool buffered the top-level ports with 104 buffer cells.
- Main flop type: sky130_fd_sc_hd__dfrtp_1
- Checking hold timing, the worst path is listed with class flop to flop.
- Fraction of power consumed by sequential logic: 37.6%
- The required time at the worst endpoint is listed as 15.89 ns.
* Chip area estimate from yosys synthesis: 126000 µm²
* Number of standard cells after synthesis: 13200
* Worst voltage drop across the vdd grid: 0.104 mV
* DRC violation total after the first TritonRoute iteration: 7018
- Final GP Congestion: 1.11
- The initial utilization of the core area, before any placement, comes to 40.3%.
* Post-detailed-route via-to-cell ratio: 5.19
* Antenna violations before repair: 24
- Counting only logic cells after layout, the most numerous master is sky130_fd_sc_hd__inv_1.
-- cell families after synthesis --
kind of cell,Yosys count
and+or+nand+nor,1650
AOI/OAI and AO/OA,1649
other,1
xor gates and xnor gates,486
adders and majority gates,4738
buffers and inverters,4264
DFF,333
muxes,99
-- routing by layer --
| layer | vias to the layer above | share of wire (%) | track usage [%] |
|---|---|---|---|
| met1 | 45100 | 37 | 49.3 |
| met5 | - | 0.20 | 2.71 |
| li1 | 41100 | - | - |
| met3 | 891 | 15 | 22.3 |
| met2 | 4589 | 40 | 49.4 |
| met4 | 40 | 8.1 | 22.3 |
-- state kept, by name, indices dropped and copies added (netlist names), 7 cells and up --
register / cells
img_data: 180
state: 7
caddr_wr: 12
conv: 21
caddr_rd: 12
cdata_wr: 20
iaddr: 12
comp: 40
-- per-stage QoR --
step / setup slack [ns] / instance area [µm²] / cells / hold slack [ns] / util, %
finish: 0.560 / 136000 / 17700 / 0.423 / 43.6
global route: 0.0782 / 136000 / 17700 / 0.463 / 43.6
CTS: 0.536 / 136000 / 17700 / 0.426 / 43.6
detailed placement: 0.622 / 134000 / 17600 / 0.419 / 43.0
global placement: 0.0546 / 134000 / 17600 / 0.415 / 43.0
floorplan: 2.80 / 126000 / 13200 / 0.365 / -
-- worst max-delay path, delay by kind of cell (launching register included) --
| kind | cells | cell delay (ns) |
|---|---|---|
| XOR/XNOR | 3 | 1.32 |
| buffers and inverters | 9 | 0.63 |
| flip-flops | 1 | 0.75 |
| AND/OR/NAND/NOR | 3 | 0.44 |
| adder cells (fa/ha/maj) | 18 | 8.01 |
| AND-OR/OR-AND | 15 | 3.40 |
-- final cells by class --
cell class	instances	share of cell area, %
inverters	3982	11.0
well taps	4140	3.81
clock buffers	66	1.07
flip-flops and latches	333	6.16
multi-input cells	8628	74.7
diodes	19	0.0349
clock inverters	32	0.290
repair buffers	495	3.00
-- timing repair --
action	4_1_cts	5_1_grt
resized	0	1
setup endpoints to repair	0	1
endpoints found under the hold margin	0	0
-- worst paths after layout --
path,from,depth (start not counted),end
min in group asynchronous,reset,2,cdata_wr[3]
max in group asynchronous,reset,5,img_data[7][1]
worst min-delay path,state[3],1,busy
worst max register to register,img_data[1][4],48,conv[35]
worst max-delay path,img_data[1][4],48,conv[35]
worst min register to register,state[3],1,busy
-- power by group through the flow --
| stage | clock, µW | combinational (µW) | sequential (µW) |
|---|---|---|---|
| final | 1380 | 86.4 | 881 |
| after global routing | 1410 | 91.9 | 880 |
| after CTS | 1380 | 86.4 | 881 |
-- Yosys cell counts, types with 13 or more instances --
master | instances | area [µm²]
sky130_fd_sc_hd__a222oi_1 | 44 | 440
sky130_fd_sc_hd__a211oi_1 | 44 | 330
sky130_fd_sc_hd__o211ai_1 | 43 | 323
sky130_fd_sc_hd__o21a_1 | 26 | 195
sky130_fd_sc_hd__o31ai_1 | 15 | 113
sky130_fd_sc_hd__nor2b_1 | 38 | 238
sky130_fd_sc_hd__a21oi_1 | 498 | 2490
sky130_fd_sc_hd__a22oi_1 | 99 | 743
sky130_fd_sc_hd__nand2b_1 | 62 | 388
sky130_fd_sc_hd__nand4_1 | 20 | 125
sky130_fd_sc_hd__fa_1 | 2578 | 51600
sky130_fd_sc_hd__mux2i_1 | 71 | 711
sky130_fd_sc_hd__o22ai_1 | 43 | 269
sky130_fd_sc_hd__xor2_1 | 133 | 1160
sky130_fd_sc_hd__nor3_1 | 51 | 255
sky130_fd_sc_hd__nor4_1 | 14 | 87.6
sky130_fd_sc_hd__nand2_1 | 670 | 2510
sky130_fd_sc_hd__dfrtp_1 | 320 | 8010
sky130_fd_sc_hd__dfstp_2 | 13 | 342
sky130_fd_sc_hd__a21o_1 | 119 | 893
sky130_fd_sc_hd__or3_1 | 15 | 93.8
sky130_fd_sc_hd__and2_1 | 42 | 263
sky130_fd_sc_hd__ha_1 | 2160 | 27000
sky130_fd_sc_hd__or2_2 | 19 | 119
sky130_fd_sc_hd__a31oi_1 | 191 | 1190
sky130_fd_sc_hd__buf_1 | 37 | 139
sky130_fd_sc_hd__o21ai_1 | 16 | 80.1
sky130_fd_sc_hd__inv_1 | 3977 | 14900
sky130_fd_sc_hd__xnor2_1 | 351 | 3070
sky130_fd_sc_hd__nand3_1 | 83 | 415
sky130_fd_sc_hd__clkbuf_1 | 241 | 905
sky130_fd_sc_hd__mux2_2 | 28 | 315
sky130_fd_sc_hd__o21ai_0 | 317 | 1590
sky130_fd_sc_hd__a211o_1 | 16 | 140
sky130_fd_sc_hd__and3_1 | 25 | 156
sky130_fd_sc_hd__a22o_1 | 43 | 377
sky130_fd_sc_hd__o21bai_1 | 40 | 300
sky130_fd_sc_hd__nor2_1 | 585 | 2200
Power is estimated from default activity; no workload was simulated.
